==> design/flow/design.v <==
`default_nettype none
module RegisterFile
#(
    parameter DATA_WIDTH = 32,
    parameter WORDS = 32,
    parameter SELECT_SIZE = 5)    
(
    input  logic clk_i,
    input  logic reg_we_i  ,                        
    input  logic [DATA_WIDTH-1:0] data_i,         
    input  logic [SELECT_SIZE-1:0] reg_dst_i  ,     
    input  logic [SELECT_SIZE-1:0] reg_srcA_i  ,    
    input  logic [SELECT_SIZE-1:0] reg_srcB_i  ,    
    output logic [DATA_WIDTH-1:0] srcA_o  ,         
    output logic [DATA_WIDTH-1:0] srcB_o            
);
logic [DATA_WIDTH-1:0] bank [0:WORDS-1]  ;
initial begin
end
always_ff @(negedge clk_i) begin
    if (~reg_we_i && reg_dst_i != 0) begin
        bank[reg_dst_i] <= data_i;
    end
end
assign srcA_o = reg_srcA_i == 0 ? 0 : bank[reg_srcA_i];
assign srcB_o = reg_srcB_i == 0 ? 0 : bank[reg_srcB_i];
endmodule
==> design/flow/run.sh <==
#!/bin/bash
# OpenROAD 26Q1-2900-gdf79404cd8, Yosys 0.63+post, stock flow scripts
make -C /OpenROAD-flow-scripts/flow DESIGN_CONFIG=/design/flow/config.mk WORK_HOME=/design/flow/orfs finish
==> design/flow/config.mk <==
export PLATFORM = sky130hd
export DESIGN_NAME = RegisterFile
export DESIGN_NICKNAME = RegisterFile
export VERILOG_FILES = /design/flow/design.v
export SDC_FILE = /design/flow/constraint.sdc
export NUM_CORES = 4
export LEC_CHECK = 1
export CORE_UTILIZATION = 50
==> design/flow/constraint.sdc <==
current_design RegisterFile

set clk_period 7.0
set clk_io_pct 0.2

create_clock -name clk0 -period $clk_period [get_ports {clk_i}]

set non_clock_inputs [all_inputs -no_clocks]
set_input_delay [expr $clk_period * $clk_io_pct] -clock clk0 $non_clock_inputs
set_output_delay [expr $clk_period * $clk_io_pct] -clock clk0 [all_outputs]
==> job_summary.md <==
### Metrics collected by this job

| Metric | Value |
|---|---|
| Status | `complete, but fails checks` |
| Failing checks | `negative setup slack` |
| Max-Cap Viols | `0` |
| Final Worst Setup Slack | `-0.406 ns` |
| Area leader, netlist | `edfxtp_1` |
| Top post-synthesis cells by count | `edfxtp_1, mux4_2, mux2i_1` |
| Area share, top type | `65.5%` |
| Die span in x | `309 um` |
| # Cells Yosys | `2,282` |
| CP startpoint kind | `register` |
| Kind of cell adding the most delay to the critical path | `AND-OR/OR-AND gates` |
| Crit path buf inv count | `2` |
| Core area | `93,200 um^2` |
| Top-Level Pins | `113` |
| CTS H-Tree Depth | `3` |
| Cell variety after synth | `38` |
| Worst VDD drop | `0.243 mV` |
| Post-Syn Instances | `2,282` |
| Crit path largest cell delay | `0.48 ns` |
| Most common cell in the netlist | `edfxtp_1` |
| Worst-path fanout max | `2` |
| # placed instances | `3,731` |
| GRT Util Overall | `36.3%` |
| Yosys chip area | `47,000 um^2` |
| Via count | `29,899` |
| Worst slack, placed | `-0.524 ns` |
| Routed wire length | `148 mm` |
| Slew @ Worst Pin | `1.00 ns` |
| WHS Path Cells | `5` |
| Wire length per cell | `29.9 um` |
| Flops out of synthesis | `1,024` |
| Area post-placement | `51,900 um^2` |
| DR iter-0 viols | `1,758` |
| Layout area overhead | `29.4%` |
| CTS tree | `yes` |
| OpenROAD warnings | `1,030` |
| ANT cells | `0` |
| Max reg flops | `1,024` |
| Root Driver | `clkbuf_16` |
| Total negative setup slack | `-19.30 ns` |
| Initial Util | `50.4%` |
| RSZ-0062 raised after global routing | `true` |
| Synth async-reset ratio | `0%` |
| Fillers | `6,081` |
| Hpwl dp | `89.2 mm` |
| Crit path cell chain | `mux4_2 > a22o_1 > a2111oi_4 > buf_4 > nor3_4 > buf_6` |
| Drt first pass iters | `5` |
| Netlist Area Pre-Place | `47,000 um^2` |
| Worst Hold Endpoint | `srcB_o[8]` |
| Slew margin rel. | `33.1%` |
| Final instance area | `60,800 um^2` |
| Critical path class | `register to output pin` |
| Hold Vio Cnt, Final | `0` |
| Final antenna-violating net count | `0` |
| Hold Startpoint | `reg_srcB_i[1]` |
| Pleak | `23.8 nW` |
| Biggest area cells | `edfxtp_1, mux4_2, mux2i_1` |
| Final setup violation count | `64` |
| First-pass GRT wire length | `215 mm` |
| Crit path DRT | `5.60 ns` |
| Non-filler cells, final | `4,962` |
| Initial antenna violation count | `0` |
| Synthesis Warnings | `1` |
| Post-DR vias/cell | `6.03` |
| Die area | `95,200 um^2` |
| Critical path endpoint category | `output pin` |
| Port Buffers | `112` |
| Hold Path Class | `primary input to output pin` |
| CTS clk-pin slew, worst paths | `0.04 ns` |
| Power density over the cells | `273 nW/um^2` |
| Slew Limit Fails | `0` |
| Slowest CP cell | `mux4_2` |
| Share of cells above drive strength 1 | `32.7%` |
| Biggest regs | `bank: 1024 flops` |
| Largest reg by FF count | `bank` |
| DRC viols | `0` |
| Vias in the first global route | `35,314` |
| Largest net degree at the start of global routing | `63` |
| Total congestion overflow | `0` |
| Maximum root-to-sink buffer count | `3` |
| Sink Count | `1,024` |
| Synth Seq Share | `65.5%` |
| Number of synthesized flops with an enable pin | `1,024` |
| Most common reg cell | `edfxtp_1` |
| TritonCTS Buffers | `112` |
| GPL Wtd Cong | `0.885` |
| CP Data Arrival Time | `6.01 ns` |
| Mean area per synthesized cell | `20.6 um^2` |
| Vert. Die Dim | `309 um` |
| Std-Cell Rows | `112` |
worst max path at each step:
stage / depth (start not counted) / to / slack, ns / startpoint
5_1_grt: 5 / srcA_o[21] / -0.49 / bank[30][21]
6_report: 6 / srcB_o[9] / -0.41 / bank[10][9]
4_1_cts: 6 / srcB_o[24] / -0.45 / bank[28][24]
layout make-up:
class	count	area (um^2)	area share [%]
flip-flops and latches	1024	30700	50.6
multi-input cells	1096	17200	28.2
clock inverters	1109	4760	7.83
repair buffers	363	3670	6.04
clock buffers	115	2880	4.73
well taps	1254	1570	2.58
inverters	1	3.75	0.00618
kinds of logic (layout without fill, tap and decap cells):
logic type | after synthesis | after routing | synth area share [%]
AND-OR/OR-AND | 258 | 258 | 4.21
buffers and inverters | 193 | 1588 | 2.10
flip-flops | 1024 | 1024 | 65.5
multiplexers | 655 | 655 | 26.6
other | 1 | 32 | 0.00798
AND/OR/NAND/NOR | 151 | 151 | 1.67
timing repair:
action,CTS,global route
hold buffers,0,0
gates cloned,0,0
setup endpoints to repair,64,64
pin swaps,116,20
resized,468,19
setup buffers,22,9
cell usage in the layout, fill, tap and decap left out, drive strengths merged, types with 4 or more instances in the layout:
cell type and instances:
a22o 53, a211oi 32, edfxtp 1024, nor2 38, clkinv 4, or3b 4
mux2 35, mux4 470, a221oi 5, clkinvlp 26, bufinv 19, o22ai 83
clkbuf 115, nand2b 6, buf 323, o221ai 30, nor2b 13, mux2i 150
a22oi 12, nand2 8, inv 1061, a21oi 6, nor3 56, nand3b 6
clkdlybuf4s50 40, conb 32, a2111oi 33, nor4 5
metrics by stage:
| stage | utilization, % | power, mW | hold slack, ns |
|---|---|---|---|
| 6_report | 65.2 | 16.6 | 3.71 |
| 5_1_grt | 65.2 | 17.6 | 3.72 |
| 4_1_cts | 65.0 | 16.8 | 3.67 |
| 3_5_place_dp | 55.7 | 9.15 | 3.90 |
| 3_3_place_gp | 55.7 | 9.13 | 3.89 |
| 2_1_floorplan | - | 8.54 | 2.99 |
metal layers:
layer	part of all wire (%)	vias up	track usage, %
li1	-	12774	-
met1	31	14625	41.6
met2	47	2168	49.1
met3	19	328	32.1
met4	3.8	4	15.0
met5	0.067	-	1.92
power breakdown:
part	internal, mW	total [mW]	switching (mW)
Combinational	0.606	1.37	0.760
Clock	4.44	8.31	3.86
Sequential	6.89	6.93	0.0366
Total	11.9	16.6	4.66
No activity file was given, so power comes from the tool's default toggle rates.
