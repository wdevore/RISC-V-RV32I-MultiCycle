## /design/flow/run.sh

```bash
#!/bin/bash
# OpenROAD 26Q1-2900-gdf79404cd8, Yosys 0.63+post, stock flow scripts
make -C /OpenROAD-flow-scripts/flow DESIGN_CONFIG=/design/flow/config.mk WORK_HOME=/design/flow/orfs finish
```

## /design/flow/config.mk

```make
export PLATFORM = sky130hd
export DESIGN_NAME = Immediate
export DESIGN_NICKNAME = Immediate
export VERILOG_FILES = /design/flow/design.v
export SDC_FILE = /design/flow/constraint.sdc
export NUM_CORES = 4
export LEC_CHECK = 1
export CORE_AREA = 10 10 75 75
export DIE_AREA = 0 0 85 85
```

## /design/flow/constraint.sdc

```tcl
current_design Immediate

set clk_period 3.4
set clk_io_pct 0.2

create_clock -name clk0 -period $clk_period

set non_clock_inputs [all_inputs -no_clocks]
set_input_delay [expr $clk_period * $clk_io_pct] -clock clk0 $non_clock_inputs
set_output_delay [expr $clk_period * $clk_io_pct] -clock clk0 [all_outputs]
```

## /design/flow/design.v

```verilog
module Immediate
#(
    parameter DATA_WIDTH = 32
)
(
    input logic [DATA_WIDTH-1:0] ir_i,       
    output logic [DATA_WIDTH-1:0] imm_o       
);
logic sign = ir_i[31];
logic [6:0] ir_opcode = ir_i[6:0];
logic [2:0] imm_src;
logic [2:0] funct3 = ir_i[14:12];
logic [4:0] shamt = ir_i[24:20];
always_comb begin
    case (ir_opcode)
        7'b0010011: begin
            imm_src = 3'b000;    
            if (funct3 == 3'b001 || funct3 == 3'b101)  
                imm_src = 3'b101;    
        end
        7'b0000011, 7'b1100111, 7'b1110011: imm_src = 3'b000;
        7'b0100011: imm_src = 3'b001;
        7'b1100011: imm_src = 3'b010;
        7'b0110111, 7'b0010111: imm_src = 3'b011;
        7'b1101111: imm_src = 3'b100;
        default:
            imm_src = 3'b111;
    endcase
end
Mux8 #(.DATA_WIDTH(DATA_WIDTH), .SELECT_SIZE(3)) mux
(
    .select_i(imm_src),
    .data0_i({{21{sign}}, ir_i[30:25], ir_i[24:21], ir_i[20]}),                      
    .data1_i({{21{sign}}, ir_i[30:25], ir_i[11:8], ir_i[7]}),                        
    .data2_i({{20{sign}}, ir_i[7], ir_i[30:25], ir_i[11:8], 1'b0}),                  
    .data3_i({sign, ir_i[30:20], ir_i[19:12], 12'b0}),                               
    .data4_i({{12{sign}}, ir_i[19:12], ir_i[20], ir_i[30:25], ir_i[24:21], 1'b0}),   
    .data5_i({27'b0, shamt}),                                                        
    .data6_i({DATA_WIDTH{1'bx}}),                                                   
    .data7_i({DATA_WIDTH{1'b0}}),     
    .data_o(imm_o)
);
endmodule
`default_nettype none
module Mux8
#(
    parameter DATA_WIDTH = 32,
    parameter SELECT_SIZE = 3
)
(
   input  logic [SELECT_SIZE-1:0] select_i,
   input  logic [DATA_WIDTH-1:0] data0_i,   
   input  logic [DATA_WIDTH-1:0] data1_i,   
   input  logic [DATA_WIDTH-1:0] data2_i,   
   input  logic [DATA_WIDTH-1:0] data3_i,   
   input  logic [DATA_WIDTH-1:0] data4_i,   
   input  logic [DATA_WIDTH-1:0] data5_i,   
   input  logic [DATA_WIDTH-1:0] data6_i,   
   input  logic [DATA_WIDTH-1:0] data7_i,   
   output logic [DATA_WIDTH-1:0] data_o     
);
assign data_o = (select_i == 3'b000) ? data0_i :
                (select_i == 3'b001) ? data1_i :
                (select_i == 3'b010) ? data2_i :
                (select_i == 3'b011) ? data3_i :
                (select_i == 3'b100) ? data4_i :
                (select_i == 3'b101) ? data5_i :
                (select_i == 3'b110) ? data6_i :
                (select_i == 3'b111) ? data7_i :
                {DATA_WIDTH{1'b0}};
endmodule
```

==> run summary <==
The following summarizes the physical implementation.

Drt
In the final routed layout, each cell accounts on average for 15.7 microns. The antenna violation net count after detailed routing is 0. The detailed-route DRC error count is 0. The total detailed-routing wirelength is between 3000 and 4000 microns.

The iteration tally of the first detailed-router pass is 4. The total antenna diodes in the routed design is 0. The DRC marker count from the first detailed-route iteration is 49.

The routed design shows a via density per instance of 5.18. The total vias in the final route is ~1,200.

Placement
Timing analysis after detailed placement gives a worst setup slack of -12.5 ps. The number of port buffers is between 60 and 70. The placement summary gives the final routability congestion estimate as between 0.8 and 0.9.

Once placement completed, the tool counted placed cells totaling roughly 230. Detailed placement ended at an HPWL of approximately 2900 microns.

Layout
The area taken by multi-input combinational cells is reported as 729 sq um. Once layout is complete, the cells apart from fillers number 233. The total area of sequential cells is 0 sq um.

The share of cells above drive strength 1 is 0.191. The area added between synthesis and finish is 104%. The clock buffer count in the final layout is 0. The design has 0 sequential cells. The filler cell count in the final layout is about 380.

Yosys
The fraction of the mapped netlist area in compound gates is 0.527. The netlist uses 32 different library cells. Per Yosys stat, the portion of area used by sequential elements is 0. The average cell area after synthesis is roughly 6.9 sq um. The netlist area before placement is about 800 sq um. In the post-synthesis netlist, the biggest area contributors are o211ai_1 (27%), nand3_1 (8.7%), o211ai_2 (7.8%). The post-synthesis adder-cell area fraction is 0. The xor-xnor portion of the synthesized cell area is 0.0109. The post-synthesis cell type with the largest instance count is o211ai_1. The number of cell instances after yosys synthesis is 116. After synthesis, the share of cell area in mux cells is 0.0140. Looking at area per cell type in the netlist, the leader is o211ai_1. Yosys reports that the most numerous cell types are o211ai_1 (29), nand3_1 (14), nand2_1 (11), clkbuf_1 (9), o22ai_1 (6). The cell-mix breakdown from Yosys lists the simple-gate area share as 0.316.

The synthesis run identifies the leading combinational cell family as AND-OR/OR-AND gates. The top cell type's share of synthesized area is 0.271. Synthesis produced ~120 cells. For this run, the chip area from Yosys synthesis comes to approximately 800 sq um. Warnings reported by Yosys during synthesis add up to 1.

Die
The number of core rows is 23. Per the OpenROAD floorplan log, the area of the core is 4060 sq um. The die is 85 microns wide. The top-level I/O count is ~64. Measured along the y axis, the die boundary spans ~85 microns. The share of the core area taken by cells at floorplan is 0.198.

The full die area is between 7000 and 8000 sq um.

STA
The number of failing hold endpoints at the final stage is 0. The slew at the pin closest to its max-slew limit is around 450 ps. The least setup slack across all paths after layout is slightly above 70 ps. The number of pins with negative max-slew slack in the final report is 0. The relative max-transition margin is 0.700.

The end-of-flow timing check tallies setup violations at 0. Dividing the final minimum period by the clock period gives 0.979. For the finished layout, the period the worst path requires is roughly 3300 ps. The highest clock frequency the design can meet is approximately 300 MHz.

Power and ir drop
VDD sags by at most between 0.00004 and 0.00005 V. The switching part of the total power is 0.408. The share of power burned in combinational logic is 1.000. Dividing total power by cell area gives a power density of 83.1 nW/um^2.

The internal power component is roughly 80 uW. The analysis attributes to cell leakage a power of roughly 0.00057 uW. The net load switching power is around 55 uW. The share of total power in the clock network is 0. Of the total power, registers draw 0.

Setup path
STA classifies the critical path endpoint as an output pin. The category of cells accounting for the largest share of critical-path delay is buffers and inverters. The signal arrival time at the worst endpoint is about 2700 ps. The startpoint-to-endpoint class of the critical path is input port to output pin. Per STA, the highest per-stage delay on the worst path measures 520 ps.

Among all stages on the critical path, the largest delay is contributed by clkdlybuf4s50_1. STA classifies the critical path startpoint as an input port. The buffer-and-inverter tally for the worst setup path is 5. The data required time at the worst endpoint is roughly 2700 ps. Walking the worst path, the cells encountered are clkdlybuf4s50_1 -> nor4_2 -> buf_4 -> a311oi_4 -> buf_4 -> buf_12 -> o211ai_1 -> clkdlybuf4s50_1. In this run the worst path has a maximum fanout of 11.

GRT
Entering global routing, the biggest net connects 22 pins. Total global-route track usage over all layers is 0.0897. The number of antenna violations at the first check in global routing is 0.

The total congestion overflow is 0. The number of global-route vias before repair was 1,136. The first-pass GRT wire length is 5710 microns.

Worst hold path
The type of the tightest min-delay check is input port to output pin.

Run
The stage logs contain a warning count of 32. In this run the maximum-capacitance check reported violations numbering 0.

CTS
The number of buffers added to fix hold violations after cts is 0.

Status
The run finished with clean final reports.
cell usage in the layout (no fill, tap or decap), types with 2 or more instances in the layout:
cell             Yosys  final
dlymetal6s2s_1       0      3
buf_4                0     17
o21ai_0              3      2
nor2b_1              2      2
and4b_1              2      2
o211ai_1            29     29
buf_6                4      2
and3_1               2      2
o211ai_2             5      5
nand3_1             14     13
o22ai_1              6      6
and2_1               3      3
nand2_1             11     11
o2bb2ai_1            4      4
clkdlybuf4s50_1      0     60
power groups by stage:
| stage | logic (uW) | clock network (uW) | registers [uW] |
|---|---|---|---|
| 6_report | 136 | 0 | 0 |
| 5_1_grt | 148 | 0 | 0 |
| 4_1_cts | 127 | 0 | 0 |
path summary, 6_finish.rpt:
check,from,endpoint,slack (ps),cells after the start
worst max-delay path,ir_i[3],imm_o[25],70,8
worst min-delay path,ir_i[11],imm_o[4],2270,3
repair_timing:
action | CTS | global route
resized | 2 | 8
pin swaps | 0 | 1
cloned | 0 | 2
setup buffers | 0 | 1
endpoints found under the setup margin | 9 | 28
hold endpoints to repair | 0 | 0
worst min-delay path, delay by kind of cell:
family | cells | cell delay [ps]
buf+inv | 2 | 790
compound gates | 1 | 120
metrics by stage:
| step | util | setup TNS, ps | hold WS (ps) | total power, uW | instance area, sq um |
|---|---|---|---|---|---|
| floorplan | - | 0 | 1420 | 49.7 | 805 |
| global placement | 0.384 | -415 | 2280 | 125 | 1560 |
| detailed placement | 0.384 | -51.9 | 2280 | 127 | 1560 |
| CTS | 0.384 | 0 | 2280 | 127 | 1560 |
| global route | 0.404 | -23.9 | 2330 | 148 | 1640 |
| finish | 0.404 | 0 | 2270 | 136 | 1640 |
logic make-up after synthesis:
logic type,Yosys count
AND/OR/NAND/NOR,43
AND-OR/OR-AND,52
XOR/XNOR,1
buffers and inverters,19
multiplexers,1
metal layers:
metal,vias up,wire length (microns),global-route usage,share of wire
li1,608,-,-,-
met1,555,1670,0.130,0.46
met2,45,1660,0.139,0.45
met3,0,322,0.0222,0.088
met4,0,0,0,0
met5,-,0,0,0
area by class of cell:
| cell class | instances | area share |
|---|---|---|
| inverters | 1 | 0.00229 |
| multi-input cells | 97 | 0.445 |
| well taps | 50 | 0.0382 |
| repair buffers | 85 | 0.514 |
Power and IR drop assume default switching activity.
